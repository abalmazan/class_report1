==> flow/design.v <==
module disp_mux #(
  parameter int N = 18
)(
  input  logic        clk,
  input  logic        reset,
  input  logic [7:0]  in3, in2, in1, in0,
  output logic [3:0]  an,
  output logic [7:0]  sseg
);
  logic [N-1:0] q_reg;
  always_ff @(posedge clk or posedge reset) begin
    if (reset)
      q_reg <= '0;
    else
      q_reg <= q_reg + 1'b1;
  end
  always_comb begin
    case (q_reg[N-1:N-2])
      2'b00: begin an = 4'b1110; sseg = in0; end
      2'b01: begin an = 4'b1101; sseg = in1; end
      2'b10: begin an = 4'b1011; sseg = in2; end
      default: begin an = 4'b0111; sseg = in3; end
    endcase
  end
endmodule
module rotating_square_core #(
  parameter int STEP_M = 50_000_000
)(
  input  logic clk,
  input  logic reset,
  input  logic en,
  input  logic cw,
  output logic [7:0] in3, in2, in1, in0
);
  localparam int W = $clog2(STEP_M);
  logic [W-1:0] cnt;
  always_ff @(posedge clk or posedge reset) begin
    if (reset)
      cnt <= '0;
    else if (en)
      cnt <= (cnt == STEP_M-1) ? '0 : cnt + 1'b1;
  end
  wire step_tick = (cnt == STEP_M-1);
  logic [2:0] state_reg, state_next;
  always_ff @(posedge clk or posedge reset) begin
    if (reset)
      state_reg <= 3'd0;
    else if (step_tick)
      state_reg <= state_next;
  end
  always_comb begin
    state_next = state_reg;
    if (en && step_tick) begin
      if (cw)
        state_next = state_reg - 3'd1;
      else
        state_next = state_reg + 3'd1;
    end
  end
  localparam logic [7:0] BLANK  = 8'hFF;
  localparam logic [7:0] TOP    = 8'b1_0_0_1_1_1_0_0;  
  localparam logic [7:0] BOTTOM = 8'b1_0_1_0_0_0_1_1;  
  always_comb begin
    in3 = BLANK;
    in2 = BLANK;
    in1 = BLANK;
    in0 = BLANK;
    case (state_reg)
      3'd0: in3 = TOP;
      3'd1: in2 = TOP;
      3'd2: in1 = TOP;
      3'd3: in0 = TOP;
      3'd4: in0 = BOTTOM;
      3'd5: in1 = BOTTOM;
      3'd6: in2 = BOTTOM;
      3'd7: in3 = BOTTOM;
      default: ;
    endcase
  end
endmodule
module top_rotating_square (
  input  logic        CLK100MHZ,
  input  logic        BTNC,
  input  logic [15:0] SW,
  output logic [15:0] LED,
  output logic [7:0]  AN,
  output logic        CA, CB, CC, CD, CE, CF, CG, DP
);
  logic reset, en, cw;
  logic [7:0] in0, in1, in2, in3;
  logic [7:0] sseg;
  logic [3:0] an4;
  assign reset = BTNC;
  assign en    = SW[0];
  assign cw    = SW[1];
  rotating_square_core u_core (
    .clk   (CLK100MHZ),
    .reset (reset),
    .en    (en),
    .cw    (cw),
    .in3   (in3),
    .in2   (in2),
    .in1   (in1),
    .in0   (in0)
  );
  disp_mux u_mux (
    .clk   (CLK100MHZ),
    .reset (reset),
    .in3   (in3),
    .in2   (in2),
    .in1   (in1),
    .in0   (in0),
    .an    (an4),
    .sseg  (sseg)
  );
  assign AN = {4'b1111, an4};
  assign CA = sseg[0];
  assign CB = sseg[1];
  assign CC = sseg[2];
  assign CD = sseg[3];
  assign CE = sseg[4];
  assign CF = sseg[5];
  assign CG = sseg[6];
  assign DP = sseg[7];
  assign LED = 16'b0;
endmodule
==> flow/run.sh <==
#!/bin/bash
# OpenROAD 26Q1-2900-gdf79404cd8, Yosys 0.63+post, stock flow scripts
make -C /OpenROAD-flow-scripts/flow DESIGN_CONFIG=/design/flow/config.mk WORK_HOME=/design/flow/orfs finish
==> flow/config.mk <==
export PLATFORM = sky130hd
export DESIGN_NAME = top_rotating_square
export DESIGN_NICKNAME = top_rotating_square
export VERILOG_FILES = /design/flow/design.v
export SDC_FILE = /design/flow/constraint.sdc
export NUM_CORES = 4
export LEC_CHECK = 1
export CORE_UTILIZATION = 40
==> flow/constraint.sdc <==
current_design top_rotating_square

set clk_period 4.3
set clk_io_pct 0.2

create_clock -name clk0 -period $clk_period [get_ports {CLK100MHZ}]

set non_clock_inputs [all_inputs -no_clocks]
set_input_delay [expr $clk_period * $clk_io_pct] -clock clk0 $non_clock_inputs
set_output_delay [expr $clk_period * $clk_io_pct] -clock clk0 [all_outputs]
==> metrics.csv <==
metric;value;unit
status;complete, no violations;
LEAKAGE;1.26;nW
vias in the first global route;1548;
PortBufs;14;
Worst Skew;0.00488;ns
via/cell ratio;4.93;
fill count;617;
Cell Type Count;44;
PostCTS Resize Cnt;0;
CTS tree;built;
Relative slew margins;0.607;
endpoints failing setup;0;
maxcap violations;0;
actual slew at the worst max-slew pin;0.590;ns
Setup Fix Bufs, Post-CTS;0;
final hold viol count;0;
Yosys warnings;2;
hold path depth;1;
Synth Area per Inst;9.96;um2
Seq share, synth;0.452;
Dominant Register Cell;dfrtp_1;
DR pass1 iterations;5;
RSZ-0062 raised after global routing;false;
tool warning count;40;
clk buf depth;2;
fin worst setup slack;1.57;ns
max reg flops;26;
Setup WS pre-CTS;1.28;ns
Layout area overhead;7.80;%
FP Core Util;0.412;
Core Rows;29;
setup TNS;0;ns
share of cells above drive strength 1;0.0733;
Post-Synthesis Cells;261;
Routed Antenna Nets;0;
Final Power;864;uW
crit share post-route;0.635;
FF-to-FF path depth;5;
Pwr Density;308;nW/um2
Root Driver;clkbuf_8;
yosys cell count;261;
Insertion Delay late pin;0.30;ns
Slew Limit Fails;0;
CTS sink cnt;47;
Die Ht;82.6;um
hold-fix buffers at CTS;0;
critical path type;input pin to flip-flop;
I/O pins;50;
Die X;82.6;um
final RePlAce weighted congestion;0.863;
CTS clk-pin slew, worst paths;0.09;ns
post-synthesis cell area;2600;um2
Register Area;1180;um2
initial drt markers;103;
all-layer global routing usage;0.144;
GRT overflow;0;
Diodes inserted;0;
Worst Setup Start Kind;input pin;
Max Clock Freq;366;MHz
CORE AREA;6310;um2
crit path DAT;2.95;ns
final wirelength;4350;um
worst-path fanout max;12;
largest net degree at the start of global routing;48;
Vias;1727;
chip footprint;6830;um2
global-route wire length before repair;7360;um
final critical-path required period;2.73;ns
Yosys Chip Area;2600;um2
Async S/R FF share, synth;1.00;
Worst Hold Class;flip-flop to flip-flop;
drt drc;0;
Synth flops;47;
worst vdd ir;163;uV
CTS Buf Count;5;
initial antenna violation count;0;
Post-DP HPWL;2960;um
Post-synth EDFFs;0;
MI comb area;1250;um2
H-tree lvl count;2;
Worst Setup End Kind;flip-flop;
Worst EP required;4.52;ns
WL per Instance;12.4;um
==> report_power, final <==
part / switching, mW / total [mW] / internal (mW)
clock network: 0.150 / 0.281 / 0.131
logic: 0.0537 / 0.0847 / 0.0310
registers: 0.0350 / 0.498 / 0.463
==> worst paths after layout <==
kind / startpoint / slack (ns) / to
setup / recovery: SW[0] / 1.57 / u_core.cnt[24]
hold / removal: u_mux.q_reg[9] / 0.46 / u_mux.q_reg[9]
setup reg to reg: u_core.cnt[7] / 2.12 / u_core.state_reg[2]
hold reg to reg: u_mux.q_reg[9] / 0.46 / u_mux.q_reg[9]
max in group asynchronous: BTNC / 2.88 / u_core.cnt[23]
min in group asynchronous: BTNC / 1.01 / u_core.cnt[4]
==> cells in the mapped netlist (4+ instances only) <==
library cell	count	area, um2
a21o_1	4	30.0
a21oi_1	4	20.0
and3_1	8	50.1
buf_4	26	195
dfrtp_1	47	1180
inv_1	8	30.0
nand2_1	28	105
nand2b_1	4	25.0
nand3_1	13	65.1
nand4_1	13	81.3
nor2_1	14	52.6
nor3_1	6	30.0
o21ai_0	9	45.0
xnor2_1	23	201
xor2_1	10	87.6
==> critical path, cell delays in order <==
cell	delay [ns]
clkdlybuf4s50_1	0.59
nand3_1	0.43
nor4_4	0.47
nand2_1	0.10
nor4_1	0.33
xnor2_1	0.17
==> layout make-up <==
| class | instances | area share |
|---|---|---|
| multi-input combinational | 195 | 0.447 |
| sequential | 47 | 0.420 |
| timing repair buffer | 15 | 0.0527 |
| clock inverter | 2 | 0.00580 |
| clock buffer | 6 | 0.0295 |
| tap | 77 | 0.0344 |
| inverter | 8 | 0.0107 |
==> cell families (layout without fill, tap and decap cells) <==
group | count (synthesis) | count (layout) | synth area share
other | 2 | 21 | 0.00289
AOI/OAI and AO/OA | 25 | 25 | 0.0577
buffers and inverters | 38 | 31 | 0.0929
muxes | 2 | 2 | 0.00770
DFF | 47 | 47 | 0.452
adders and majority gates | 4 | 4 | 0.0221
xor gates and xnor gates | 34 | 34 | 0.117
and+or+nand+nor | 109 | 109 | 0.247
==> through the flow <==
stage / cells / hold WS [ns] / cell area (um2) / utilization
after floorplan: 280 / 0.434 / 2670 / -
after global placement: 342 / 0.450 / 2700 / 0.428
after detailed placement: 342 / 0.450 / 2700 / 0.428
after CTS: 350 / 0.465 / 2800 / 0.444
after global routing: 350 / 0.500 / 2800 / 0.444
final: 350 / 0.461 / 2800 / 0.444
==> layout by cell type (no fill, tap or decap), drive strengths merged <==
| cell type | synthesis | layout |
|---|---|---|
| nand3 | 14 | 14 |
| or2 | 1 | 1 |
| nor3 | 6 | 6 |
| inv | 8 | 8 |
| o2bb2ai | 1 | 1 |
| clkbuf | 4 | 6 |
| or3 | 2 | 2 |
| nor3b | 1 | 1 |
| xor2 | 10 | 10 |
| nor2 | 14 | 14 |
| conb | 2 | 21 |
| buf | 26 | 1 |
| xnor2 | 24 | 24 |
| or3b | 1 | 1 |
| nand2b | 4 | 4 |
| or4 | 2 | 2 |
| a31oi | 1 | 1 |
| nand4bb | 1 | 1 |
| o21ai | 11 | 11 |
| and4 | 3 | 3 |
| ha | 3 | 3 |
| nand2 | 29 | 29 |
| a21o | 4 | 4 |
| clkinv | 0 | 1 |
| and2 | 3 | 3 |
| clkinvlp | 0 | 1 |
| nor4 | 5 | 5 |
| nor4b | 1 | 1 |
| a21oi | 4 | 4 |
| clkdlybuf4s50 | 0 | 14 |
| dfrtp | 47 | 47 |
| a22oi | 2 | 2 |
| fa | 1 | 1 |
| o31ai | 2 | 2 |
| nand4 | 13 | 13 |
| mux2i | 2 | 2 |
| nand3b | 1 | 1 |
| and3 | 8 | 8 |
==> metal layers <==
metal  GRT usage  routed length, um  up-vias
met5           0                  0        -
met4      0.0190                 60        0
met3      0.0201                172        5
met2       0.207               1790       43
met1       0.244               2330      808
li1            -                  -      871
Power figures rest on the tool's default switching activity, not on a simulated workload.
